==> design/flow/design.v <==
module id_ex_register(
    input           clk,
    input           rst,
    input           en,      
    input           flush,   
    input  [31:0]   pc_plus_4_id,
    input  [31:0]   read_data_1_id,
    input  [31:0]   read_data_2_id,
    input  [31:0]   immediate_id,
    input  [4:0]    rs_id,
    input  [4:0]    rt_id,
    input  [4:0]    rd_id,
    input           ctrl_RegDst_id,
    input           ctrl_ALUSrc_id,
    input           ctrl_MemToReg_id,
    input           ctrl_RegWrite_id,
    input           ctrl_MemRead_id,
    input           ctrl_MemWrite_id,
    input           ctrl_Branch_id,
	 input  [5:0]    funct_id,
    input  [1:0]    ctrl_ALUOp_id,
    output reg [31:0]   pc_plus_4_ex,
    output reg [31:0]   read_data_1_ex,
    output reg [31:0]   read_data_2_ex,
    output reg [31:0]   immediate_ex,
    output reg [4:0]    rs_ex,
    output reg [4:0]    rt_ex,
    output reg [4:0]    rd_ex,
    output reg          ctrl_RegDst_ex,
    output reg          ctrl_ALUSrc_ex,
    output reg          ctrl_MemToReg_ex,
    output reg          ctrl_RegWrite_ex,
    output reg          ctrl_MemRead_ex,
    output reg          ctrl_MemWrite_ex,
    output reg          ctrl_Branch_ex,
	  output reg [5:0]    funct_ex,
    output reg [1:0]    ctrl_ALUOp_ex
);
    always @(posedge clk) begin
        if (rst) begin
            pc_plus_4_ex   <= 32'b0;
            read_data_1_ex <= 32'b0;
            read_data_2_ex <= 32'b0;
            immediate_ex   <= 32'b0;
            rs_ex          <= 5'b0;
            rt_ex          <= 5'b0;
            rd_ex          <= 5'b0;
            ctrl_RegDst_ex   <= 1'b0;
            ctrl_ALUSrc_ex   <= 1'b0;
            ctrl_MemToReg_ex <= 1'b0;
            ctrl_RegWrite_ex <= 1'b0;
            ctrl_MemRead_ex  <= 1'b0;
            ctrl_MemWrite_ex <= 1'b0;
            ctrl_Branch_ex   <= 1'b0;
				funct_ex         <= 6'b0;
            ctrl_ALUOp_ex    <= 2'b0;
        end 
        else if (flush) begin
            pc_plus_4_ex   <= 32'b0;
            read_data_1_ex <= 32'b0;
            read_data_2_ex <= 32'b0;
            immediate_ex   <= 32'b0;
            rs_ex          <= 5'b0;
            rt_ex          <= 5'b0;
            rd_ex          <= 5'b0;
            ctrl_RegDst_ex   <= 1'b0;
            ctrl_ALUSrc_ex   <= 1'b0;
            ctrl_MemToReg_ex <= 1'b0;
            ctrl_RegWrite_ex <= 1'b0;
            ctrl_MemRead_ex  <= 1'b0;
            ctrl_MemWrite_ex <= 1'b0;
            ctrl_Branch_ex   <= 1'b0;
				funct_ex         <= 6'b0;
            ctrl_ALUOp_ex    <= 2'b0;
        end
        else if (en) begin
            pc_plus_4_ex   <= pc_plus_4_id;
            read_data_1_ex <= read_data_1_id;
            read_data_2_ex <= read_data_2_id;
            immediate_ex   <= immediate_id;
            rs_ex          <= rs_id;
            rt_ex          <= rt_id;
            rd_ex          <= rd_id;
            ctrl_RegDst_ex   <= ctrl_RegDst_id;
            ctrl_ALUSrc_ex   <= ctrl_ALUSrc_id;
            ctrl_MemToReg_ex <= ctrl_MemToReg_id;
            ctrl_RegWrite_ex <= ctrl_RegWrite_id;
            ctrl_MemRead_ex  <= ctrl_MemRead_id;
            ctrl_MemWrite_ex <= ctrl_MemWrite_id;
            ctrl_Branch_ex   <= ctrl_Branch_id;
				funct_ex         <= funct_id;
            ctrl_ALUOp_ex    <= ctrl_ALUOp_id;
        end
    end
endmodule
==> design/flow/run.sh <==
#!/bin/bash
# OpenROAD 26Q1-2900-gdf79404cd8, Yosys 0.63+post, stock flow scripts
make -C /OpenROAD-flow-scripts/flow DESIGN_CONFIG=/design/flow/config.mk WORK_HOME=/design/flow/orfs finish
==> design/flow/config.mk <==
export PLATFORM = sky130hd
export DESIGN_NAME = id_ex_register
export DESIGN_NICKNAME = id_ex_register
export VERILOG_FILES = /design/flow/design.v
export SDC_FILE = /design/flow/constraint.sdc
export NUM_CORES = 4
export LEC_CHECK = 1
export CORE_AREA = 10 10 211 211
export DIE_AREA = 0 0 221 221
==> design/flow/constraint.sdc <==
current_design id_ex_register

set clk_period 5.4
set clk_io_pct 0.2

create_clock -name clk0 -period $clk_period [get_ports {clk}]

set non_clock_inputs [all_inputs -no_clocks]
set_input_delay [expr $clk_period * $clk_io_pct] -clock clk0 $non_clock_inputs
set_output_delay [expr $clk_period * $clk_io_pct] -clock clk0 [all_outputs]
==> reports/summary.txt <==
skew final = 0 ns
CORE AREA = 0.0398 mm2
cells after synthesis = 511
DR pass1 iterations = 4
vias per cell = 3.36
layout cells sized above 1 = 4.34%
status = finished clean
Die Y = 221 um
gpl congestion = 0.767
post-placement cell count = 1322
drt wl/cell = 14.1 um
Post-CTS Resized = 0
die width = 221 um
setup bufs post-CTS = 0
Antenna diodes = 0
fmax = 398 MHz
total die size = 0.0488 mm2
CTS tree = built
maxcap violations = 0
root buffer selected by CTS = clkbuf_16
Final Hold Viols = 0
Max Slew Vio Count = 0
type of origin of the critical path = primary input
RSZ-0062 raised after global routing = false
crit-path max FO = 93
final critical-path required period = 2.51 ns
Detail Route Antenna Nets = 0
comb. cell area = 0.00218 mm2
detailed placement HPWL = 13.9 mm
Port Buffers = 319
WL final = 19.2 mm
FF/Latch Area = 0.00316 mm2
Yosys Instances = 511
Tightest Pin Transition = 0.818 ns
LEAKAGE = 3.88 nW
setup tns final = 0 ns
Tightest Hold Check Type = flip-flop to flip-flop
Max-slew headroom = 45.5%
largest net degree at the start of global routing = 94
Critical Path AT = 2.81 ns
Yosys warnings = 1
Fillers = 4226
Clock Path Buffers = 2
antenna violations before repair = 0
via count = 4549
Reg clk slew, reported paths = 0.07 ns
clk sink count = 158
row count = 73
Final setup viols = 0
Setup crit end kind = flip-flop
hold-fix buffers at CTS = 0
pwr dens = 276 mW/mm2
synthesis-stage register bit count = 158
Iter 0 DRT Violations = 194
Max VDD drop = 180 uV
Overflow after GRT = 0
Unique cell types = 7
OpenROAD warning count = 25
vias in the first global route = 4696
Avg Cell Area, Syn = 11.2 um2
first-pass GRT wire length = 29.6 mm
Seq share, synth = 55.5%
Top Ports = 320
Layout area overhead = 71.8%
Post-Syn Area = 0.00570 mm2
worst skew pair latency = 0.43 ns
yosys synthesis chip area = 0.00570 mm2
drt drc = 0
WS Path Type = primary input to flip-flop
Final period util = 46.5%
crit path DRT = 5.70 ns
# H-tree levels = 4
Tot Pwr = 2.70 mW
Finished Layout Cells = 1354
Global Route Usage Sum = 7.65%
FP Core Util = 14.3%
CTS buffer count = 17
state kept, by name, indices dropped and copies added, names as in the netlist:
signal and flops:
read_data_2_ex 32, rd_ex 5, ctrl_ALUSrc_ex 1, rt_ex 5, ctrl_RegDst_ex 1, ctrl_Branch_ex 1, ctrl_ALUOp_ex 2, ctrl_MemRead_ex 1
pc_plus_4_ex 32, funct_ex 6, rs_ex 5, ctrl_MemWrite_ex 1, read_data_1_ex 32, ctrl_RegWrite_ex 1, immediate_ex 32, ctrl_MemToReg_ex 1
routing by layer:
| layer | share of wire (%) | GRT usage (%) | vias to the layer above |
|---|---|---|---|
| met5 | 0 | 0 | - |
| met4 | 1.8 | 1.19 | 0 |
| met3 | 8.0 | 2.87 | 19 |
| met2 | 50 | 13.3 | 163 |
| met1 | 40 | 8.95 | 2072 |
| li1 | - | - | 2295 |
final timing paths:
check,slack [ns],endpoint,cells past startpoint,from
setup / recovery,2.89,rs_ex[2]$_SDFFE_PP0P_,4,flush
hold / removal,0.49,read_data_1_ex[1]$_SDFFE_PP0P_,2,read_data_1_ex[1]$_SDFFE_PP0P_
setup reg to reg,4.75,immediate_ex[18]$_SDFFE_PP0P_,2,immediate_ex[18]$_SDFFE_PP0P_
hold reg to reg,0.49,read_data_1_ex[1]$_SDFFE_PP0P_,2,read_data_1_ex[1]$_SDFFE_PP0P_
cell usage after synthesis:
cell type | number | area, um2
nor2_1 | 158 | 593
or2_1 | 1 | 6.26
clkbuf_1 | 3 | 11.3
dfxtp_1 | 158 | 3160
buf_2 | 4 | 20.0
buf_6 | 29 | 327
mux2i_1 | 158 | 1580
metrics by stage:
stage / instance area, um2 / hold WS (ns) / worst slack, ns / util (%)
global placement: 9250 / 0.472 / 2.42 / 23.2
CTS: 9800 / 0.496 / 2.89 / 24.6
finish: 9800 / 0.490 / 2.89 / 24.6
detailed placement: 9250 / 0.478 / 2.40 / 23.2
floorplan: 5700 / 0.437 / 3.54 / -
global route: 9800 / 0.512 / 2.76 / 24.6
logic make-up (layout without fill, tap and decap cells):
family	Yosys count	after routing	synth area share, %
buffers and inverters	36	354	6.28
and+or+nand+nor	159	159	10.5
DFF	158	158	55.5
muxes	158	158	27.7
cell usage in the layout (no fill, tap or decap), drive strengths merged:
cell and count:
clkbuf 20, mux2i 158, or2 1, clkinvlp 4, clkinv 5, clkdlybuf4s50 318, inv 4, dfxtp 158
buf 3, nor2 158
power breakdown:
part	internal, mW	switching, mW
Sequential	1.20	0.0184
Combinational	0.223	0.105
Clock	0.610	0.544
cell type report:
class                   instances  area share, %
multi-input cells             317           22.3
well taps                     525           6.70
flip-flops and latches        158           32.3
clock buffers                  19           4.52
clock inverters                13           1.10
repair buffers                322           33.1
worst max-delay path, stage by stage:
cell and delay (ns):
clkdlybuf4s50_1 0.46, or2_4 0.62, buf_12 0.45, nor2_1 0.10
Power and IR drop assume default switching activity.
