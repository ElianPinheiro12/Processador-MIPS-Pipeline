### flow/design.v
module data_memory #(
    parameter DATA_WIDTH = 32,
    parameter ADDR_WIDTH = 8   
)(
    input clk,
    input MemWrite,  
    input MemRead,   
    input [ADDR_WIDTH-1:0] address,
    input [DATA_WIDTH-1:0] write_data,
    output reg [DATA_WIDTH-1:0] read_data
);
    reg [DATA_WIDTH-1:0] ram_block [0:(1<<ADDR_WIDTH)-1];
    always @(posedge clk) begin
        if (MemWrite) begin
            ram_block[address] <= write_data;
        end
        if (MemRead) begin
            read_data <= ram_block[address];
        end
    end
endmodule
### flow/run.sh
#!/bin/bash
# OpenROAD 26Q1-2900-gdf79404cd8, Yosys 0.63+post, stock flow scripts
make -C /OpenROAD-flow-scripts/flow DESIGN_CONFIG=/design/flow/config.mk WORK_HOME=/design/flow/orfs finish
### flow/config.mk
export PLATFORM = sky130hd
export DESIGN_NAME = data_memory
export DESIGN_NICKNAME = data_memory
export VERILOG_FILES = /design/flow/design.v
export SDC_FILE = /design/flow/constraint.sdc
export NUM_CORES = 4
export LEC_CHECK = 1
export CORE_UTILIZATION = 50
export SYNTH_MEMORY_MAX_BITS = 65536
### flow/constraint.sdc
current_design data_memory

set clk_period 40.0
set clk_io_pct 0.2

create_clock -name clk0 -period $clk_period [get_ports {clk}]

set non_clock_inputs [all_inputs -no_clocks]
set_input_delay [expr $clk_period * $clk_io_pct] -clock clk0 $non_clock_inputs
set_output_delay [expr $clk_period * $clk_io_pct] -clock clk0 [all_outputs]
==> impl_metrics.yaml <==
# generated from flow reports
run_status:
  status: "complete, but fails checks"
  violations: "capacitance limit, slew limit"
clocking:
  cts_hold_buf: 0
  clk_latency_ps: 1170
  root_buffer: "clkbuf_16"
  clk_transition_reported_paths_ps: 60
  clock-sinks: 8224
  cts_resized: 0
  clockBufferDepth: 4
  cts-htree-levels: 6
  tritoncts: "done"
  cts_setup_buffers: 0
  numCtsBuffers: 804
sta:
  setup_violations: 0
  fin_crit_ps: 15230
  rsz0062_at_grt: "no"
  tightest_slew_ps: 1540
  skew_ps: 62.4
  finalCritPeriodShare_pct: 38.1
  fin_tns_setup_ps: 0
  drv_slew: 5
  worst_hold_slack_ps: 1000
  fmax_ghz: 0.0657
  hold_viol_final: 0
  slew_headroom_pct: -3.82
logic_synthesis:
  top_area_share_pct: 79.8
  edf_count: 8224
  syn_area_per_cell_um2: 23.6
  synthCells: 13100
  top_cells_by_count: "8224 x edfxtp_1, 2048 x mux4_2, 1024 x a22oi_1, 512 x a21oi_1, 498 x clkbuf_1"
  synth.yosys.seq_area_share_pct: 79.8
  ys_chip_area_um2: 309000
  synth.distinct_cells: 21
  syn_area_um2: 309000
  netlist.top_cell.by_area: "edfxtp_1"
  top_cell: "edfxtp_1"
  ys_warn_count: 1
  topCellsByArea: "edfxtp_1 80%, mux4_2 15%, a22oi_1 2.5%"
  ys.flops: 8224
  async_flop_share_pct: 0
  ys.flop_type: "edfxtp_1"
  yosys_cells: 13100
floorplan:
  ioPinCount: 75
  die_h_um: 789
  rows: 288
  initCoreUtil_pct: 50.2
  dieArea_um2: 622000
  die_x_um: 789
  coreArea_um2: 616000
critical_path:
  crit_buf_inv: 9
  start_kind: "input pin"
  worstPathRequired_ps: 40840
  cp_max_fo: 55
  setup.worst_path.class: "input pin to register"
  endpoint_kind: "register"
  cpMostUsedCell: "buf_4"
  critPathMaxStageDelay_ps: 1260
  cp.arrival_ps: 16060
  path_delay_family: "buffers and inverters"
  slowest_stage: "o41ai_1"
  path_cells: "buf_16 > buf_4 > buf_4 > buf_4 > buf_4 > buf_4 > buf_4 > buf_4 > mux4_2 > a22oi_1 > a21oi_1 > o41ai_1 > buf_4 > nand4_1"
place:
  dp_cells: 21400
  numPortBuffers: 74
  dp_hpwl_um: 516000
  placed_area_um2: 327000
  place_congestion: 0.890
global_routing:
  grt_use_total_pct: 33.1
  overflow: 0
  grt_max_degree: 100
  antenna_found_initial: 39
  grt_pass1_wl_um: 1250000
  grt_pass1_vias: 167000
route:
  wirelength_um: 899000
  avgViaCountPerCell: 6.43
  ant_nets: 0
  wl_per_cell_um: 39.2
  route.detailed.drc: 0
  num_vias: 147000
  firstDrtPassIters: 5
  drt_iter0_markers: 9686
run:
  warnings: 26
  maxCapViolCount: 4
finish:
  area_growth_pct: 13.8
  layout-drive-gt1-share_pct: 30.3
  final_area_um2: 352000
  stdcell_count: 22900
power_and_ir_drop:
  vdd_drop_max_uv: 50.1
  leakage_nw: 108
  power_mw: 17.7
  power.density_nw_per_um2: 50.1
worst_hold_path:
  hold_class: "register to register"
[sequential cells by signal, summed over array words and instances (netlist names)]
signal	count
ram_block	8192
read_data	32
[tightest hold or removal path, cell delays in order, from the launching register on]
cell      delay (ps)
edfxtp_1         310
mux4_2           230
a22oi_1           60
a21oi_1          160
o41ai_2           80
nand4_1           60
[report_power, final]
group          internal (mW)  switching [mW]  leakage (nW)  total [mW]
logic                  0.278           0.578          21.5       0.857
registers               9.50          0.0199          74.0        9.52
clock network           4.12            3.15          12.3        7.27
[per-stage QoR]
step / utilization, % / setup WS [ps]
5_1_grt: 57.2 / 24200
6_report: 57.2 / 24770
3_5_place_dp: 53.1 / 23720
4_1_cts: 57.1 / 24890
2_1_floorplan: - / 28120
3_3_place_gp: 53.0 / 23760
[layout by cell type, fill, tap and decap left out, types with 16 or more instances in the layout]
master           synthesis  routed
clkbuf_16                0     819
clkbuf_1               498     184
diode_2                  0     102
o41ai_1                128      28
a21oi_1                512     503
mux4_2                2048    2048
nand4_1                 32      32
buf_8                    0      35
a22oi_1               1024    1024
nor2_4                   0     228
o41ai_2                  0      86
clkinv_2                 0     156
buf_12                   0      16
inv_6                    0      25
edfxtp_1              8224    8224
nand2_2                  0      16
bufinv_16                0      58
clkdlybuf4s50_1          0      39
clkinv_1                 0     176
nor3_2                   0      30
buf_4                   21     846
[cell type report]
class,instances,area [um^2]
multi-input cells,4066,62000
repair buffers,944,7700
well taps,8120,10200
flip-flops and latches,8224,247000
clock buffers,1003,21200
fillers,42400,264000
clock inverters,454,3940
diodes,102,255
inverters,1,3.75
[cells by family after synthesis]
family                 count (synthesis)  share of synthesized area (%)
AND-OR/OR-AND                       1664                           3.68
buffers and inverters                797                           1.09
flip-flops                          8224                           79.8
multiplexers                        2048                           14.9
AND/OR/NAND/NOR                      354                          0.488
[final timing paths]
kind / slack [ps] / cells past startpoint / end / startpoint
worst max-delay path: 24770 / 14 / read_data[21] / address[0]
worst min-delay path: 1000 / 5 / read_data[19] / ram_block[147][19]
worst max register to register: 36400 / 5 / read_data[8] / ram_block[191][8]
worst min register to register: 1000 / 5 / read_data[19] / ram_block[147][19]
[per-layer routing]
layer	track usage, %	share of wire [%]
met4	13.4	5.6
met5	5.38	0.49
met2	44.6	45
met1	34.8	26
met3	32.4	23
Power figures rest on the tool's default switching activity, not on a simulated workload.
