**./design.v**
```verilog
module register_file(
    input clk,
    input rst,
    input en,
    input [4:0] rA,
    input [4:0] rB,
    input [4:0] rW,
    input [31:0] Wd,
    output [31:0] rD1,
    output [31:0] rD2
);
    reg [31:0] registers [31:0];
    integer i;
    always @(posedge clk or posedge rst)begin 
        if(rst)begin 
            for(i = 0; i <32; i = i+1)begin 
                registers[i]<= 32'b0;
            end
        end else if(en)begin 
            if(rW != 5'b0)begin 
                registers[rW] <= Wd;
            end
        end
    end
    assign rD1 = (rA == 5'b0)? 32'b0 : registers[rA];
    assign rD2 = (rB == 5'b0)? 32'b0 : registers[rB];
endmodule
```
**./run.sh**
```bash
#!/bin/bash
# OpenROAD 26Q1-2900-gdf79404cd8, Yosys 0.63+post, stock flow scripts
make -C /OpenROAD-flow-scripts/flow DESIGN_CONFIG=/design/flow/config.mk WORK_HOME=/design/flow/orfs finish
```
**./config.mk**
```make
export PLATFORM = sky130hd
export DESIGN_NAME = register_file
export DESIGN_NICKNAME = register_file
export VERILOG_FILES = /design/flow/design.v
export SDC_FILE = /design/flow/constraint.sdc
export NUM_CORES = 4
export LEC_CHECK = 1
export CORE_UTILIZATION = 40
```
**./constraint.sdc**
```tcl
current_design register_file

set clk_period 6.6
set clk_io_pct 0.2

create_clock -name clk0 -period $clk_period [get_ports {clk}]

set non_clock_inputs [all_inputs -no_clocks]
set_input_delay [expr $clk_period * $clk_io_pct] -clock clk0 $non_clock_inputs
set_output_delay [expr $clk_period * $clk_io_pct] -clock clk0 [all_outputs]
```
==> results.sh <==
# source this file to load flow results
export IMPL_clockBufferDepth=3
export IMPL_sequential_cell_area_um2=24800
export IMPL_synth_area_yosys_um2=53100
export IMPL_ys_ff=992
export IMPL_crit_path_frequent_cell="buf_4"
export IMPL_status="finished, final reports clean"
export IMPL_cts_sinks=992
export IMPL_vdd_ir_drop_max_mv=0.201
export IMPL_clock_root_buffer="clkbuf_16"
export IMPL_detailedRoute_firstPassIterationCount=7
export IMPL_vias=49900
export IMPL_initial_antenna_violation_count=49
export IMPL_ant_nets=0
export IMPL_insertion_delay_ns=0.80
export IMPL_grt_pass1_wl_mm=408
export IMPL_totalWireLength_mm=303
export IMPL_yosys_stat_cells=4684
export IMPL_mi_logic_area_um2=26200
export IMPL_port_buffers=113
export IMPL_postCtsResizedCells=0
export IMPL_htree_num_levels=3
export IMPL_io_pins=114
export IMPL_detail_route_vias_per_cell=7.51
export IMPL_synthDistinctLibCells=90
export IMPL_fp_row_count=133
export IMPL_max_cap_violations=0
export IMPL_rsz0062_at_grt="false"
export IMPL_avgRoutedWirePerCell_um=45.5
export IMPL_worst_path_max_fanout=46
export IMPL_die_height_um=366
export IMPL_synthFlopType="dfrtp_1"
export IMPL_fmax_mhz=156
export IMPL_share_of_the_clock_period_used_by_the_worst_path_pct=97.0
export IMPL_critical_path_cell_chain="buf_4 -> nor3b_2 -> buf_4 -> and2_1 -> buf_4 -> a22oi_1 -> and4_1 -> a31oi_1 -> clkdlybuf4s50_1"
export IMPL_drive_gt1_share_pct=35.4
export IMPL_number_of_synthesized_flops_with_an_enable_pin=0
export IMPL_worst_ep_required_time_ns=5.28
export IMPL_power_per_cell_area_nw_per_um2=297
export IMPL_postSynthSeqShare_pct=46.8
export IMPL_remaining_drc_errors=0
export IMPL_critical_path_arrival_ns=5.09
export IMPL_post_synth_instance_area_um2=53100
export IMPL_final_cell_area_um2=61200
export IMPL_final_tally_of_max_slew_violations=0
export IMPL_worstSetupEndpointType="primary output"
export IMPL_regMostFlops="registers"
export IMPL_post_dp_cell_area_um2=57300
export IMPL_fp_util_pct=40.4
export IMPL_synth_cells=4684
export IMPL_largest_reg_flops=992
export IMPL_yosysWarningCount=2
export IMPL_area_growth_pct=15.4
export IMPL_tritoncts_num_buffers=111
export IMPL_warning_total_across_the_stage_logs=30
export IMPL_top_regs="registers x992"
export IMPL_skew_ns=0
export IMPL_setup_viol=0
export IMPL_clock_tree_from_tritoncts="yes"
export IMPL_postCtsSetupRepairBufs=0
export IMPL_crit_slowest_cell="buf_4"
export IMPL_grt_overflow_total=0
export IMPL_first_global_vias=47500
export IMPL_timing_hold_worst_class="flip-flop to flip-flop"
export IMPL_tightestPinTransition_ns=1.22
export IMPL_setup_total_negative_slack_ns=0
export IMPL_die_size_x_um=366
export IMPL_detailed_place_hpwl_mm=197
export IMPL_critical_path_max_stage_delay_ns=0.59
export IMPL_worst_setup_path_start_kind="input pin"
export IMPL_async_flop_share_pct=100
export IMPL_max_slew_margin_pct=18.1
export IMPL_post_synth_cell_area_avg_um2=11.3
export IMPL_clk_pin_slew_ns=0.06
export IMPL_design_core_area_um2=131000
export IMPL_drt_iter0_markers=7274
export IMPL_num_fill_cells=12000
export IMPL_hold_viol=0
export IMPL_chip_area_um2=134000
export IMPL_track_usage_pct=46.2
export IMPL_minimum_clock_period_after_layout_ns=6.41
export IMPL_leakagePower_nw=26.3
export IMPL_worstSetupPathType="input pin to primary output"
export IMPL_pin_count_of_the_biggest_net_entering_global_routing=114
export IMPL_holdBufCountCts=0
export IMPL_routabilityCongestion=1.16
-- critical path, delay by kind of cell --
kind	cells	cell delay, ns
AND/OR/NAND/NOR	3	0.79
AND-OR/OR-AND	2	0.63
buffers and inverters	4	2.19
-- metrics by stage --
stage	hold WS [ns]	instances	total power, W	worst slack (ns)	utilization, %
6_report	0.518	6653	0.0182	0.195	46.6
5_1_grt	0.537	6620	0.0186	0.288	46.5
4_1_cts	0.514	6608	0.0180	0.541	46.5
3_5_place_dp	0.500	6401	0.0115	0.544	43.6
3_3_place_gp	0.487	6401	0.0114	0.559	43.6
2_1_floorplan	0.479	4684	0.00987	-8.39	-
-- power breakdown --
group	internal, W	switching, W
combinational	0.00145	0.00154
clock	0.00380	0.00281
sequential	0.00726	0.00133
-- final timing paths --
| kind | depth (start not counted) | to | from | slack (ns) |
|---|---|---|---|---|
| worst min-delay path | 1 | registers[31][3]$_DFFE_PP0P_ | registers[31][3]$_DFFE_PP0P_ | 0.52 |
| worst max register to register | 1 | registers[5][30]$_DFFE_PP0P_ | registers[5][30]$_DFFE_PP0P_ | 5.67 |
| max in group asynchronous | 4 | registers[12][17]$_DFFE_PP0P_ | rst | 3.97 |
| worst min register to register | 1 | registers[31][3]$_DFFE_PP0P_ | registers[31][3]$_DFFE_PP0P_ | 0.52 |
| worst max-delay path | 9 | rD1[30] | rA[0] | 0.19 |
| min in group asynchronous | 3 | registers[3][0]$_DFFE_PP0P_ | rst | 1.23 |
-- kinds of logic after synthesis --
family | Yosys count | synth area share [%]
muxes | 1099 | 23.2
and+or+nand+nor | 1258 | 13.7
buffers and inverters | 515 | 4.47
AOI/OAI and AO/OA | 820 | 11.8
DFF | 992 | 46.8
-- cells in the final DEF, fill, tap and decap left out, drive strengths merged, types with 9 or more instances in the layout --
| cell | Yosys | layout |
|---|---|---|
| mux2 | 1030 | 1030 |
| dfrtp | 992 | 992 |
| nand3 | 499 | 499 |
| buf | 303 | 360 |
| a22oi | 290 | 290 |
| and3 | 167 | 167 |
| nand4 | 152 | 152 |
| clkbuf | 198 | 145 |
| a22o | 112 | 112 |
| clkdlybuf4s50 | 0 | 103 |
| a21oi | 86 | 86 |
| nor2 | 83 | 83 |
| nand2 | 78 | 78 |
| mux2i | 67 | 67 |
| a2111oi | 61 | 61 |
| a31oi | 60 | 60 |
| and4 | 49 | 49 |
| nor3 | 48 | 48 |
| diode | 0 | 45 |
| nor4 | 39 | 39 |
| clkinv | 0 | 36 |
| o21ai | 29 | 29 |
| nand3b | 26 | 26 |
| a222oi | 22 | 22 |
| a32oi | 19 | 19 |
| inv | 14 | 19 |
| and2 | 18 | 18 |
| nor3b | 18 | 18 |
| nand2b | 17 | 17 |
| a221oi | 16 | 16 |
| nor2b | 16 | 16 |
| o31a | 14 | 14 |
| o22ai | 13 | 13 |
| bufinv | 0 | 13 |
| o2bb2ai | 12 | 12 |
| and3b | 12 | 12 |
| a221o | 11 | 11 |
| a32o | 9 | 9 |
-- cells in the mapped netlist, types with 49 or more instances --
master     count  area [um2]
a21oi_1       86         430
a22oi_1      290        2180
buf_1         56         210
and4_1        49         429
nor2_1        56         210
and3_1       167        1040
nand4_1      152         951
dfrtp_1      992       24800
mux2_2      1029       11600
buf_2        217        1090
a31oi_1       60         375
a22o_1       112         981
nand3_1      497        2490
mux2i_1       67         671
nand2_1       77         289
a2111oi_0     54         473
clkbuf_1     198         743
-- layout make-up --
type	instances	share of cell area (%)
sequential	992	40.5
clock buffer	145	4.99
timing repair buffer	463	6.48
clock inverter	62	1.30
antenna	45	0.184
multi-input combinational	3177	42.8
tap	1755	3.59
inverter	14	0.0920
-- layer usage --
| metal | GRT usage [%] | up-vias | part of all wire (%) | routed length [um] |
|---|---|---|---|---|
| li1 | - | 18300 | - | - |
| met1 | 57.0 | 24900 | 35 | 105000 |
| met2 | 58.0 | 4973 | 38 | 115000 |
| met3 | 30.6 | 1815 | 17 | 52100 |
| met4 | 31.7 | 47 | 9.7 | 29300 |
| met5 | 2.17 | - | 0.24 | 720 |
No activity file was given, so power comes from the tool's default toggle rates.
